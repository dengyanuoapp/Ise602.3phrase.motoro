==> /design/flow/design.v <==
module uart_clkgen_10mhz_115200(
    clkUtx,
    nRst,
    clk10mhz
);
    input   wire                clk10mhz;	 
    input   wire                nRst;	 
    output  reg                 clkUtx;	 
    reg         [7:0]                   cnt;		
    reg[2:0] uart_ctrl;	 
    always @ (posedge clk10mhz or negedge nRst) begin
        if(!nRst) begin
            cnt                 <= 8'd43 ;
            clkUtx              <=  1'b0 ;
        end
        else begin
            if (cnt[7:1] == 7'd0 ) begin
                if ( clkUtx == 1'b1 ) begin
                    cnt         <= 8'd43 ;
                    clkUtx      <=  1'b0 ;
                end
                else begin
                    cnt         <= 8'd44 ;
                    clkUtx      <=  1'b1 ;
                end
            end
            else begin
                cnt             <= cnt - 8'd1 ;
            end
        end
    end
endmodule
==> /design/flow/run.sh <==
#!/bin/bash
# OpenROAD 26Q1-2900-gdf79404cd8, Yosys 0.63+post, stock flow scripts
make -C /OpenROAD-flow-scripts/flow DESIGN_CONFIG=/design/flow/config.mk WORK_HOME=/design/flow/orfs finish
==> /design/flow/config.mk <==
export PLATFORM = sky130hd
export DESIGN_NAME = uart_clkgen_10mhz_115200
export DESIGN_NICKNAME = uart_clkgen_10mhz_115200
export VERILOG_FILES = /design/flow/design.v
export SDC_FILE = /design/flow/constraint.sdc
export NUM_CORES = 4
export LEC_CHECK = 1
export CORE_AREA = 10 10 70 70
export DIE_AREA = 0 0 80 80
==> /design/flow/constraint.sdc <==
current_design uart_clkgen_10mhz_115200

set clk_period 2.6
set clk_io_pct 0.2

create_clock -name clk0 -period $clk_period [get_ports {clk10mhz}]

set non_clock_inputs [all_inputs -no_clocks]
set_input_delay [expr $clk_period * $clk_io_pct] -clock clk0 $non_clock_inputs
set_output_delay [expr $clk_period * $clk_io_pct] -clock clk0 [all_outputs]
==> Slide: Implementation Results <==
Run Summary

Status
  – Result of the run: finished, final reports clean

Finish
  – Most numerous logic cells after layout: sky130_fd_sc_hd__dfrtp_1, sky130_fd_sc_hd__inv_1, sky130_fd_sc_hd__xnor2_1, sky130_fd_sc_hd__dfstp_2
  – Most common logic cell in the routed design: sky130_fd_sc_hd__dfrtp_1
  – Area growth syn-to-layout: 23.2%
  – Fraction of layout cells with a size suffix above 1: 29.5%

Synth
  – Main logic family after synthesis: simple AND/OR/NAND/NOR gates
  – Flops out of synthesis: 9
  – Post-synth top area cell: sky130_fd_sc_hd__dfrtp_1
  – Cells taking the most area after synthesis: sky130_fd_sc_hd__dfrtp_1, sky130_fd_sc_hd__dfstp_2, sky130_fd_sc_hd__xnor2_1
  – Mux cell area share: 9.22%
  – Number of distinct library cells after synthesis: 18
  – Share of the yosys chip area belonging to registers: between 50% and 60%
  – Yosys xor share: between 7 and 8%
  – Average cell area after synthesis: around 12 sq um
  – Area fraction in compound gates after synthesis: 5.03%
  – Chip area in the Yosys report: about 450 sq um
  – Area fraction in and, or, nand and nor cells after synthesis: between 20% and 30%
  – Yosys adder share: roughly 2.8%
  – Post-synthesis cell count from yosys: 38
  – Cell count after synthesis: 38
  – Share of the synthesized area in the top cell type: between 20% and 30%
  – Post-synthesis instance area: 448 sq um
  – Number of warnings issued by yosys: 1

Detailed routing
  – Wirelength per Cell: 7.29 um
  – Via count: between 200 and 300
  – Routed WL: 656 um
  – Antenna Nets Post-Route: 0
  – Detailed router's first-iteration violation count: 5
  – ANT cells: 0
  – Ratio of routed vias to standard cells: 3.16
  – Count of unresolved DRC violations after routing: 0
  – Drt pass-1 iters: 4

Global routing
  – Largest net degree at the start of global routing: 10
  – Antenna violations before repair: 0
  – Met1 layer usage reported by global route: about 2.9%
  – Wire length of the first global-routing pass: about 1200 um
  – Met3 track utilization from global routing: 0.682%
  – Met2 Resource Use GR: between 3 and 4%
  – GRT busiest layer: met2
  – Overflow left after global routing: 0
  – Global router's overall resource usage: under 10%
  – Number of global-route vias before repair: approximately 290

Worst setup path
  – Critical path buffers and inverters: 1
  – Family with the most delay on the worst path: buffers and inverters
  – Launching element type of the critical path: register
  – Cell depth of the worst setup path: 1
  – Maximum fanout encountered on the critical timing path: 4
  – Cells along the critical path: clkdlybuf4s50_1
  – Required time worst endpoint: about 2.1 ns
  – Internal reg-to-reg setup slack: 1.08 ns
  – Delay contributed by the slowest stage of the critical path: a little under 0.5 ns
  – Destination of the worst register-to-register timing path: cnt[6]$_DFF_PN0_
  – Data arrival time of the critical path: about 1.1 ns
  – Reg-to-reg startpoint: cnt[1]$_DFF_PN1_
  – Highest-delay cell along the critical path: sky130_fd_sc_hd__clkdlybuf4s50_1
  – Crit Path Class: register to output port
  – Origin of the worst setup path: clkUtx$_DFFE_PN0P_
  – Setup crit end: clkUtx
  – Category of the worst setup path capture point: output port
  – Length in cells of the worst reg-to-reg path: 5

Floorplanning
  – Core Box Area: approximately 3400 sq um
  – Standard-cell row count: 21
  – I/O pin cnt: 3
  – Total die area: between 6000 and 7000 sq um
  – Horizontal die dimension: roughly 80 um
  – DIE HEIGHT: about 80 um
  – Init Core Util: a little over an eighth

Clocking
  – Resized cells post-CTS: 0
  – TritonCTS clock tree: built
  – Maximum number of buffers from clock root to sink: 2
  – Number of levels in the clock H-tree: 1
  – Clk pin slew, worst setup/hold paths: around 0.060 ns
  – Number of sinks handled by clock tree synthesis: 9
  – Buffers inserted by post-CTS timing repair: 0
  – Clock network latency to the later pin of the worst-skew pair: approximately 0.25 ns
  – CTS root buffer: sky130_fd_sc_hd__clkbuf_4
  – Number of hold buffers added after cts: 0
  – Total CTS buffers: 3

STA
  – Finish-stage setup viols: 0
  – Final cycle utilization of the critical path: roughly 64%
  – Min Tclk post-route: between 1.5 and 2 ns
  – Worst-margin pin slew: 0.407 ns
  – Number of endpoints with negative hold slack in the final report: 0
  – Slew Limit Fails: 0
  – Timing-limited maximum frequency: approximately 600 MHz
  – RSZ-0062 raised after global routing: no
  – Final TNS setup: 0 ns
  – Minimum setup slack in the final design: slightly above 0.9 ns
  – Worst slew margin relative to its limit: about 73%
  – Clock Skew: 0.000787 ns

Job
  – Count of warning messages emitted by the tools: 25
  – Max Cap Viol: 0

Worst hold path
  – Path type of the worst min-delay path: register to register

Place
  – Final estimated routing congestion in global placement: 0.732
  – Port bufs: 2
  – Place WS: 1.09 ns
  – Hpwl dp: ~500 um

Power and ir drop
  – P per Cell Area: approximately 450 nW/um^2
  – Leakage: 0.234 nW
  – Peak supply drop: 194 uV
## through the flow
stage / area [sq um] / instances / power (W) / hold slack [ns] / utilization (%)
finish: 552 / 90 / 0.000248 / 0.498 / 16.2
global route: 552 / 90 / 0.000263 / 0.542 / 16.2
CTS: 552 / 90 / 0.000255 / 0.507 / 16.2
detailed placement: 526 / 86 / 0.000147 / 0.495 / 15.4
global placement: 526 / 86 / 0.000147 / 0.491 / 15.4
floorplan: 448 / 38 / 0.000143 / 0.224 / -
## state kept, by name, indices dropped and copies added (netlist names)
signal  cells
clkUtx      1
cnt         8
## how the worst min path moves through the flow
| stage | slack [ns] | cells past startpoint | from | end |
|---|---|---|---|---|
| 4_1_cts | 0.51 | 2 | cnt[5]$_DFF_PN1_ | cnt[5]$_DFF_PN1_ |
| 6_report | 0.50 | 2 | cnt[5]$_DFF_PN1_ | cnt[5]$_DFF_PN1_ |
| 5_1_grt | 0.54 | 2 | cnt[5]$_DFF_PN1_ | cnt[5]$_DFF_PN1_ |
## area by class of cell
| type | count | area, sq um |
|---|---|---|
| Multi-Input combinational cell | 25 | 203 |
| Tap cell | 46 | 57.6 |
| Fill cell | 393 | 2860 |
| Sequential cell | 9 | 230 |
| Timing Repair Buffer | 2 | 20.0 |
| Clock buffer | 4 | 26.3 |
| Inverter | 4 | 15.0 |
## metal layers
layer | wire length [um] | vias up | part of all wire, %
met1 | 326 | 140 | 50
li1 | - | 142 | -
met2 | 304 | 2 | 46
met5 | 0 | - | 0
met4 | 0 | 0 | 0
met3 | 25 | 0 | 3.8
## synth_stat cells
cell type and count:
sky130_fd_sc_hd__dfrtp_1 5, sky130_fd_sc_hd__dfstp_2 4, sky130_fd_sc_hd__inv_1 4, sky130_fd_sc_hd__xnor2_1 4, sky130_fd_sc_hd__mux2i_1 3, sky130_fd_sc_hd__nor2_1 3, sky130_fd_sc_hd__a21oi_1 2, sky130_fd_sc_hd__nor3_1 2
sky130_fd_sc_hd__nor3b_2 2, sky130_fd_sc_hd__a21boi_0 1, sky130_fd_sc_hd__and3_2 1, sky130_fd_sc_hd__ha_1 1, sky130_fd_sc_hd__mux2_2 1, sky130_fd_sc_hd__nand2_1 1, sky130_fd_sc_hd__nand2_2 1, sky130_fd_sc_hd__nor4_1 1
sky130_fd_sc_hd__nor4_4 1, sky130_fd_sc_hd__o21ai_0 1
## kinds of logic (layout without fill, tap and decap cells)
group	after synthesis	after routing
adders and majority gates	1	1
buffers and inverters	4	10
and+or+nand+nor	12	12
AOI/OAI and AO/OA	4	4
muxes	4	4
DFF	9	9
xor gates and xnor gates	4	4
## report_power, final
group / total, W / switching, W / internal, W
sequential: 0.000140 / 0 / 0.000140
combinational: 0.00000387 / 0.00000254 / 0.00000133
clock: 0.000104 / 0.0000450 / 0.0000589
total: 0.000248 / 0.0000475 / 0.000201
No activity file was given, so power comes from the tool's default toggle rates.
