==> flow/design.v <==
`timescale 1ns / 1ps
module Counter(
    rst,
    clk,
    c
);
    input rst;
    input  clk;
    output [4:0] c;
    reg    [4:0] c = 5'h00;
    always @ (posedge clk)
    begin
        if (rst)
        begin
            c <= 5'h00;
        end
        else
        begin
            if (c < 5'h13)
            begin
                c <= c + 1;
            end
            else
            begin
                c <= 5'h00;
            end
        end
    end
endmodule
==> flow/run.sh <==
#!/bin/bash
# OpenROAD 26Q1-2900-gdf79404cd8, Yosys 0.63+post, stock flow scripts
make -C /OpenROAD-flow-scripts/flow DESIGN_CONFIG=/design/flow/config.mk WORK_HOME=/design/flow/orfs finish
==> flow/config.mk <==
export PLATFORM = sky130hd
export DESIGN_NAME = Counter
export DESIGN_NICKNAME = Counter
export VERILOG_FILES = /design/flow/design.v
export SDC_FILE = /design/flow/constraint.sdc
export NUM_CORES = 4
export LEC_CHECK = 1
export CORE_AREA = 10 10 70 70
export DIE_AREA = 0 0 80 80
==> flow/constraint.sdc <==
current_design Counter

set clk_period 2.1
set clk_io_pct 0.2

create_clock -name clk0 -period $clk_period [get_ports {clk}]

set non_clock_inputs [all_inputs -no_clocks]
set_input_delay [expr $clk_period * $clk_io_pct] -clock clk0 $non_clock_inputs
set_output_delay [expr $clk_period * $clk_io_pct] -clock clk0 [all_outputs]
==> reports/results.ini <==
[pwr]
p_per_area_mw_per_mm2 = 729
peakVddDrop_mv = 0.172
p_leak_nw = 0.126

[routing]
diodes = 0
drc = 0
ant_nets = 0
wl_um = 522
wire_per_inst_um = 6.96
vias = 155
viasPerCell = 2.07
drt-initial-drc-count = 16
firstDrtPassIters = 4

[floorplan]
core_mm2 = 0.00342
die_w_um = 80
rows = 21
die_area_mm2 = 0.00640
die_y_um = 80
fp_util_pct = 5.49
num_io_pins = 7

[yosys]
synth.distinct_cells = 9
seq_area_frac_synth_pct = 53.3
syn_area_per_cell_um2 = 9.88
yosysTopAreaCell = dfxtp_1
ys_cells = 19
ys_warn_count = 1
synth.area.top_cells = dfxtp_1, nor2_1, xor2_1, ha_1, nand3_1
ys_ff = 5
yosys_area_um2 = 188
synth_cells = 19
top_cell_area_share_pct = 53.3
synth_area_um2 = 188

[flow_run]
warning_count = 25
cap_viol_max_count = 0

[global_routing]
grt_pass1_wl_um = 800
antenna_found_initial = 0
grt.total_usage_pct = 1.83
grt_start_max_net_pins = 6
overflow = 0
grt_pass1_vias = 167

[cells_and_area]
utilization_pct = 9.71
syn_to_final_growth_pct = 76.7
drive_gt1_share_pct = 10.3
largest_reg_flops = 5
reg_top3 = c x5
top_register = c
stdcell_count = 75

[placed_design]
io_buffers = 6
numPlacedInstances = 71
gp_congestion = 0.605
post-dp-hpwl_um = 408

[clocking]
holdBufCountCts = 0
clock_sinks = 5
h-tree-depth = 1
cts_buffers = 3
clock.latency.late_pin_ps = 240
cts_setup_buffers = 0
cts_resized = 0
cts_buffer_depth = 2
cts.root.buffer_cell = clkbuf_4
clk_pin_slew_ps = 40
cts_tree = built

[worst_setup_path]
worst-path-stages = 1
crit_path_start_kind = flop
worstPathArrival_ps = 1170
cp_data_required_time_ps = 1680
crit_buf_inv = 1
slowest_stage = clkdlybuf4s50_1
worstPathCellList = clkdlybuf4s50_1
rrSetupSlack_ps = 1050
cp_max_fo = 5
crit_family = buffers and inverters
path_class = flop to primary output
critPathMaxStageDelay_ps = 530
end_kind = primary output
reg2reg_depth = 3

[min_path]
holdPathStages = 1
hold_class = flop to flop

[sta]
holdWs_ps = 482
post-route-min-period_ps = 1590
finalSetupTns_ps = 0
worst_slew_pin_slew_ps = 176
grt_setup_unrepaired = no
fin_crit_sh_pct = 75.7
drv_slew = 0
hold_viol = 0
max_freq_mhz = 629
finClkSkew_ps = 6.70
setup_viol = 0
maxSlewHeadroom_pct = 88.2

[status]
status = finished clean

## cell usage in the layout (no fill, tap or decap)
cell	instances
clkdlybuf4s50_1	6
nor2_1	5
dfxtp_1	5
clkbuf_4	3
nand3_1	2
xor2_1	2
a211o_1	1
a21o_1	1
xnor2_1	1
inv_1	1
ha_1	1
clkbuf_1	1
## layer usage
layer	vias up	GRT usage [%]	routed length, µm	part of all wire (%)
met4	0	0.352	0	0
met1	62	1.74	173	33
li1	83	-	-	-
met3	0	3.52	180	34
met5	-	0	0	0
met2	10	1.61	167	32
## Yosys cell counts
master	n
dfxtp_1	5
nor2_1	5
nand3_1	2
xor2_1	2
a211o_1	1
a21o_1	1
ha_1	1
inv_1	1
xnor2_1	1
## cells by family after synthesis
logic type	count (synthesis)	share of synthesized area, %
simple gates	7	15.3
flops	5	53.3
xor+xnor	3	14.0
compound gates	2	8.67
buf+inv	1	2.00
fa+ha+maj	1	6.67
## final timing paths
check             startpoint   end
setup / recovery        c[0]  c[0]
hold / removal          c[0]  c[0]
setup reg to reg        c[0]  c[4]
hold reg to reg         c[0]  c[0]
## final cells by class
| type | count | area (µm²) |
|---|---|---|
| fillers | 404 | 3080 |
| flip-flops and latches | 5 | 100 |
| multi-input cells | 13 | 83.8 |
| repair buffers | 6 | 60.1 |
| well taps | 46 | 57.6 |
| clock buffers | 4 | 26.3 |
| inverters | 1 | 3.75 |
## metrics by stage
stage | setup slack (ps) | instance area [µm²] | total power [W]
global route | 444 | 332 | 0.000263
finish | 511 | 332 | 0.000242
floorplan | 1150 | 188 | 0.000117
detailed placement | 774 | 305 | 0.000132
CTS | 507 | 332 | 0.000247
global placement | 768 | 305 | 0.000132
## report_power, final
part / switching (W) / internal [W]
Sequential: 0.00000622 / 0.000100
Combinational: 0.00000830 / 0.0000159
Clock: 0.0000390 / 0.0000718
Total: 0.0000535 / 0.000188
Power figures rest on the tool's default switching activity, not on a simulated workload.
